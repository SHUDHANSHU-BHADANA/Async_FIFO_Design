==> /design/flow/design.v <==
module binary2gray #(parameter addr_width=3)(
    input  [addr_width:0] data,
    output reg [addr_width:0] gray
);
    integer i;
    always @(*) begin
        gray[addr_width] = data[addr_width];
        for(i = addr_width; i > 0; i = i - 1)
            gray[i-1] = data[i] ^ data[i-1];
    end
endmodule
module fifomem #(parameter datawidth = 8, parameter addr_width = 3)
(
  input  [datawidth-1:0] wdata,
  input                  wclken,
  input                  wclk,
  input                  rempty,
  input  [addr_width-1:0] waddr,
  input  [addr_width-1:0] raddr,
  output [datawidth-1:0] rdata
);
  localparam fifo_depth = 1 << addr_width;
  reg [datawidth-1:0] fifo_ram [0:fifo_depth-1];
  always @(posedge wclk) begin
    if (wclken)
      fifo_ram[waddr] <= wdata;
  end
  assign rdata = rempty?0:fifo_ram[raddr];
endmodule
module gray2binary #(parameter addr_width = 3)(
    input  [addr_width:0] gray,
    output reg [addr_width:0] binary
);
    integer i;
    always @(*) begin
        binary[addr_width] = gray[addr_width];   
        for (i = addr_width - 1; i >= 0; i = i - 1)
            binary[i] = binary[i + 1] ^ gray[i];
    end
endmodule
module rptr_and_empty #(parameter addr_width = 3)
(
  input rinc,
  input rclk,
  input rrst_n,
  input [addr_width:0] rq2_wptr,   
  output reg [addr_width:0] rptr,
  output reg [addr_width-1:0] raddr,
  output rempty
);
  wire [addr_width:0] rptr_next = rptr + 1;
  assign rempty = (!rrst_n) || (rq2_wptr == rptr);
  always @(posedge rclk or negedge rrst_n) begin
    if (!rrst_n) begin
      rptr <= 0;
      raddr <= 0;
    end else begin
      if (rinc && !rempty)
        rptr <= rptr_next;
      raddr <= rptr[addr_width-1:0];
    end
  end
endmodule
module twoflopsync #(parameter addr_width=3) (input clk,rstn,input [addr_width:0] ptr,output reg [addr_width:0] q2);
  reg [addr_width:0] q1;
  always@(posedge clk or negedge rstn) begin
    if(!rstn) begin
      q2<=0;
      q1<=0;end
    else begin
      q1<=ptr;
      q2<=q1;
    end  
  end
endmodule
module top #(parameter datawidth = 8, addr_width = 3)
(
  input  [datawidth-1:0] wdata,
  input  winc, wclk,
  input  rinc, rclk,
  input  wrst_n, rrst_n,
  output [datawidth-1:0] rdata,
  output wfull, rempty
);
  wire [addr_width:0] wptr, rptr;
  wire [addr_width:0] wq2_rptr, rq2_wptr;
  wire [addr_width:0] b2gr, b2gw;
  wire [addr_width:0] g2br, g2bw;
  wire [addr_width-1:0] waddr, raddr;
  wire wclken;
  assign wclken = winc & (~wfull);
  twoflopsync #(.addr_width(addr_width)) s1 (
    .clk(wclk), .rstn(wrst_n), .ptr(b2gw), .q2(g2bw)
  );
  twoflopsync #(.addr_width(addr_width)) s2 (
    .clk(rclk), .rstn(rrst_n), .ptr(b2gr), .q2(g2br)
  );
  binary2gray #(.addr_width(addr_width)) s3 (
    .data(wptr), .gray(b2gw)
  );
  binary2gray #(.addr_width(addr_width)) s4 (
    .data(rptr), .gray(b2gr)
  );
  gray2binary #(.addr_width(addr_width)) s5 (
    .gray(g2bw), .binary(rq2_wptr)
  );
  gray2binary #(.addr_width(addr_width)) s6 (
    .gray(g2br), .binary(wq2_rptr)
  );
  rptr_and_empty #(.addr_width(addr_width)) s7 (
    .rinc(rinc), .rclk(rclk), .rrst_n(rrst_n),
    .rq2_wptr(rq2_wptr), .rptr(rptr), .raddr(raddr), .rempty(rempty)
  );
  wptr_and_full #(.addr_width(addr_width)) s8 (
    .winc(winc), .wclk(wclk), .wrst_n(wrst_n),
    .wq2_rptr(wq2_rptr), .wptr(wptr), .waddr(waddr), .wfull(wfull)
  );
  fifomem #(.addr_width(addr_width), .datawidth(datawidth)) s9 (
    .wdata(wdata), .wclken(wclken), .wclk(wclk),
    .waddr(waddr), .raddr(raddr), .rdata(rdata), .rempty(rempty)
  );
endmodule
module wptr_and_full #(parameter addr_width = 3)
(
  input winc,
  input wclk,
  input wrst_n,
  input [addr_width:0] wq2_rptr,   
  output reg [addr_width:0] wptr,
  output reg [addr_width-1:0] waddr,
  output wfull
);
  wire [addr_width:0] wptr_next = wptr + 1;
  assign wfull = (wq2_rptr=={~wptr[addr_width],wptr[addr_width-1:0]});
  always @(posedge wclk or negedge wrst_n) begin
    if (!wrst_n) begin
      wptr  <= 0;
      waddr <= 0;
    end else begin
      if (winc && !wfull)
        wptr <= wptr_next;
      waddr <= wptr[addr_width-1:0];
    end
  end
endmodule
==> /design/flow/run.sh <==
#!/bin/bash
# OpenROAD 26Q1-2900-gdf79404cd8, Yosys 0.63+post, stock flow scripts
make -C /OpenROAD-flow-scripts/flow DESIGN_CONFIG=/design/flow/config.mk WORK_HOME=/design/flow/orfs finish
==> /design/flow/config.mk <==
export PLATFORM = sky130hd
export DESIGN_NAME = top
export DESIGN_NICKNAME = top
export VERILOG_FILES = /design/flow/design.v
export SDC_FILE = /design/flow/constraint.sdc
export NUM_CORES = 4
export LEC_CHECK = 1
export CORE_UTILIZATION = 50
==> /design/flow/constraint.sdc <==
current_design top

set clk_period 3.1
set clk_io_pct 0.2

create_clock -name clk0 -period $clk_period [get_ports {rclk}]
create_clock -name clk1 -period $clk_period [get_ports {wclk}]

set non_clock_inputs [all_inputs -no_clocks]
set_input_delay [expr $clk_period * $clk_io_pct] -clock clk0 $non_clock_inputs
set_output_delay [expr $clk_period * $clk_io_pct] -clock clk0 [all_outputs]
==> summary.txt <==
Entry: Yosys synthesis followed by OpenROAD place and route.

Hold path:
- The tightest min-delay check is of the register to register type.
- The worst hold path terminates at s2.q2[2].
- The run gives the depth of the worst hold-timing path as 0.
- The run gives the origin of the worst min-delay path as s2.q1[2].

Setup path:
- In this run the worst path has a maximum fanout of 8.
- The startpoint identified for the worst register-to-register timing path is s2.q2[2].
- STA classifies the critical path startpoint as a register.
- STA classifies the critical path endpoint as an output pin.
- The run puts the setup slack on the worst flop-to-flop path at roughly 0.94 ns.
- The worst setup path is of the register to output pin kind.
- STA lists the endpoint of the worst register-to-register path as s9.fifo_ram[1][4].
- At the worst endpoint, the required time is 2.48 ns.
- For the worst setup path, the data arrival time is 2.33 ns.
- The run puts the length in cells of the worst reg-to-reg path at 5.

Final timing:
- The run puts the count of pins over their slew limit at 0.
- The pin closest to its max-slew limit shows a slew of 0.622 ns.
- The run puts the remaining max-slew budget at the tightest pin at 0.584.
- The run gives the worst clock skew on the final layout as 0.00950 ns.
- Summed over all failing endpoints, the final setup total negative slack is 0 ns.
- The final report lists the setup-violating endpoint count as 0.
- Setup repair after global routing left no endpoint under its margin.
- The run gives the final number of hold-violating endpoints as 0.

Floorplan:
- The run gives the core region area as about 0.0074 sq mm.
- The run puts the initial core utilization at 0.525.
- In this run the core area contains 31 standard-cell rows.
- The run gives the horizontal die dimension as 90.0 microns.
- The run puts the y dimension of the die at ~90 microns.
- The run puts the number of top-level pins at 24.
- The chip occupies slightly above 0.008 sq mm.

Placement:
- The run puts the placed wire-length estimate after detailed placement at about 4400 microns.
- The run gives the port buffer count as 22.
- The run puts the final weighted congestion in routability-driven placement at slightly below 0.9.

Clock tree:
- The run puts the hold buffer count at CTS at 0.
- The run puts the clock net sink count at about 94.
- The run gives the TritonCTS clock tree as built.
- The run puts the register clock-pin slew on the reported worst setup and hold paths at 0.08 ns.

Logic synthesis:
- In this run, distinct cell masters in the synthesized netlist total between 40 and 50.
- In this run the cell area of the synthesized design comes to approximately 0.0039 sq mm.
- The run gives the post-synthesis register bit count as about 94.
- The run puts the portion of synthesized cell area occupied by the leading cell type at 0.497.
- The run gives the count of flip-flops with a built-in enable after synthesis as between 60 and 70.
- Dividing the synthesized area by the synthesized cell count gives ~18 sq um.
- The run gives the library cell occupying the most area in the post-synthesis netlist as sky130_fd_sc_hd__edfxtp_1.
- By area the synthesized netlist is led by sky130_fd_sc_hd__edfxtp_1 50%, sky130_fd_sc_hd__dfrtp_1 19%, sky130_fd_sc_hd__mux4_2 9.3%, sky130_fd_sc_hd__mux2i_1 2.3%, sky130_fd_sc_hd__xnor2_1 2.3%.
- The run gives the summed standard-cell area reported by yosys as just under 0.004 sq mm.
- The cell count after synthesis came out at ~210.
- The run gives the cell count listed in synth_stat.txt as 213.
- The run gives the most common flop cell mapped by yosys as sky130_fd_sc_hd__edfxtp_1.
- The run puts the proportion of synthesized flip-flops having asynchronous set or reset at 0.319.
- The run gives the count of warnings emitted by yosys as 6.
- The share of the Yosys chip area taken by registers is 0.691.

Routing:
- The run gives the detailed-route wire length as about 6800 microns.
- The run puts the per-cell via count in the routed design at between 5 and 6.
- The run gives the detailed-route wire length per cell as approximately 19 microns.
- The count of nets left with antenna violations once routing finished came out at 0.
- The run gives the diode insertion count for antenna repair as 0.
- For this block, the initial DRC count from the detailed router was around 82.
- The run puts the count of TritonRoute iterations in the first routing pass at 4.
- The run puts the remaining routing DRC violations at 0.
- The run gives the via count as 1997.

Finish:
- The run gives the highest-count logic cell in the final layout as sky130_fd_sc_hd__edfxtp_1.
- The run gives the growth of design area from synthesis to finish as 17.4%.
- In the layout the commonest cells are 64 x sky130_fd_sc_hd__edfxtp_1, 30 x sky130_fd_sc_hd__dfrtp_1, 22 x sky130_fd_sc_hd__clkdlybuf4s50_1, 16 x sky130_fd_sc_hd__mux4_2, 14 x sky130_fd_sc_hd__buf_4.
- The run gives the number of fillers in the final layout as roughly 520.
- The run puts the footprint of the multi-input gates at 0.00116 sq mm.
- The run puts the share of post-route cells with drive strength above 1 at 0.230.
- Across the whole layout, storage elements account for 0.00267 sq mm.

Global routing:
- The run gives the via count of the first global-routing pass as 2158.
- The initial antenna violation count was 0.
- The run puts the maximum number of pins on one net before global-route repair at 17.
- The run puts the total track usage at 0.202.
- After global routing the overflow that remains totals 0.
- The run gives the first-pass GRT wire length as between 10000 and 15000 microns.

Job:
- The run puts the OpenROAD warning count at 26.
- The run reported a max-capacitance violation count of 0.

Power:
- The leakage component of the power was reported as roughly 1.7 nW.
- The run puts the total chip power at around 0.0045 W.
- Total power normalized to cell area comes to 1000 mW/mm^2.
- The worst-case IR drop observed on VDD is 0.000590 V.

Status:
- The run finished with clean final reports.
[cell usage after synthesis, types with 4 or more instances]
cell type and instances:
sky130_fd_sc_hd__mux2i_1 9, sky130_fd_sc_hd__xor2_1 5, sky130_fd_sc_hd__ha_1 4, sky130_fd_sc_hd__mux4_2 16, sky130_fd_sc_hd__edfxtp_1 64, sky130_fd_sc_hd__nor3b_1 8
sky130_fd_sc_hd__buf_2 4, sky130_fd_sc_hd__dfrtp_1 30, sky130_fd_sc_hd__nor2_1 5, sky130_fd_sc_hd__inv_1 4, sky130_fd_sc_hd__nand2_1 4, sky130_fd_sc_hd__xnor2_1 10
[repair_timing]
item                                    CTS  global route
resized                                   1             3
gates cloned                              0             0
endpoints found under the hold margin     0             0
pin swaps                                 0             1
buffers inserted                          0             1
endpoints found under the setup margin    3             7
[per-stage QoR]
step / util / setup WS (ns) / hold slack [ns] / cells / cell area [sq um]
2_1_floorplan: - / 0.482 / 0.324 / 213 / 3870
3_5_place_dp: 0.580 / 0.206 / 0.339 / 339 / 4270
3_3_place_gp: 0.580 / 0.310 / 0.340 / 339 / 4270
5_1_grt: 0.616 / 0.0323 / 0.360 / 360 / 4540
4_1_cts: 0.613 / 0.0168 / 0.354 / 359 / 4520
6_report: 0.616 / 0.150 / 0.350 / 360 / 4540
[state kept, by name, summed over array words and instances (netlist names)]
name,cells
s1.q1,4
s1.q2,4
s2.q1,4
s2.q2,4
s7.raddr,3
s7.rptr,4
s8.waddr,3
s8.wptr,4
s9.fifo_ram,64
[worst max-delay path, stage by stage (launching register included)]
cell                              delay, ns
sky130_fd_sc_hd__dfrtp_1               0.38
sky130_fd_sc_hd__xnor3_2               0.49
sky130_fd_sc_hd__nand3b_1              0.13
sky130_fd_sc_hd__a21oi_2               0.07
sky130_fd_sc_hd__buf_4                 0.20
sky130_fd_sc_hd__nor3b_1               0.22
sky130_fd_sc_hd__clkdlybuf4s50_1       0.50
[logic make-up (layout without fill, tap and decap cells)]
group                    count (synthesis)  in the layout  synth area share
AND-OR/OR-AND                           23             23            0.0495
XOR/XNOR                                18             18            0.0518
adder cells (fa/ha/maj)                  4              4            0.0129
buffers and inverters                   12             60            0.0129
flip-flops                              94             94             0.691
multiplexers                            26             26             0.120
AND/OR/NAND/NOR                         36             36            0.0618
[final cells by class]
class	count	share of cell area
flip-flops and latches	94	0.589
multi-input cells	107	0.256
repair buffers	36	0.0717
clock buffers	12	0.0364
well taps	99	0.0273
clock inverters	8	0.0168
inverters	4	0.00331
[report_power, final]
group          switching (W)  internal (W)
sequential          0.000287       0.00169
combinational       0.000776      0.000900
clock               0.000423      0.000460
[worst max path at each step]
stage / startpoint / end / slack, ns / depth (start not counted)
final: s1.q2[1] / rdata[6] / 0.15 / 6
after global routing: s1.q2[1] / rdata[6] / 0.03 / 6
after CTS: s1.q2[2] / rdata[0] / 0.02 / 6
[metal layers]
metal,global-route usage,routed length (microns)
met1,0.302,2570
met2,0.316,3520
met3,0.0885,631
met4,0.0282,98
met5,0,0
Power and IR drop assume default switching activity.
